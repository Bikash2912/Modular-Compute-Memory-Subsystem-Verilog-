### design/flow/config.mk
export PLATFORM = sky130hd
export DESIGN_NAME = spi_master
export DESIGN_NICKNAME = spi_master
export VERILOG_FILES = /design/flow/design.v
export SDC_FILE = /design/flow/constraint.sdc
export NUM_CORES = 4
export LEC_CHECK = 1
export CORE_UTILIZATION = 50
### design/flow/constraint.sdc
current_design spi_master

set clk_period 2.8
set clk_io_pct 0.2

create_clock -name clk0 -period $clk_period [get_ports {clk}]

set non_clock_inputs [all_inputs -no_clocks]
set_input_delay [expr $clk_period * $clk_io_pct] -clock clk0 $non_clock_inputs
set_output_delay [expr $clk_period * $clk_io_pct] -clock clk0 [all_outputs]
### design/flow/run.sh
#!/bin/bash
# OpenROAD 26Q1-2900-gdf79404cd8, Yosys 0.63+post, stock flow scripts
make -C /OpenROAD-flow-scripts/flow DESIGN_CONFIG=/design/flow/config.mk WORK_HOME=/design/flow/orfs finish
### design/flow/design.v
`timescale 1ns / 1ps
module spi_master #(
    parameter CLK_FREQ = 50_000_000,
    parameter SPI_FREQ = 1_000_000
)(
    input        clk,
    input        reset,
    input  [7:0] data_in,
    input        start,
    output reg   CS,
    output reg   SCLK,
    output reg   MOSI,
    input        MISO,
    output reg [7:0] data_out,
    output reg   busy,
    output reg   done
);
    localparam integer DIV = CLK_FREQ / (2*SPI_FREQ);
    reg [15:0] div_cnt;
    reg        tick;
    reg [7:0]  tx_shift;
    reg [7:0]  rx_shift;
    reg [2:0]  bit_cnt;
    reg        phase;    
    localparam IDLE=0, TRANSFER=1, FINISH=2;
    reg [1:0] state;
    always @(posedge clk or posedge reset) begin
        if (reset) begin
            div_cnt <= 0;
            tick <= 0;
        end else begin
            if (div_cnt == DIV-1) begin
                div_cnt <= 0;
                tick <= 1;
            end else begin
                div_cnt <= div_cnt + 1;
                tick <= 0;
            end
        end
    end
    always @(posedge clk or posedge reset) begin
        if (reset) begin
            CS <= 1;
            SCLK <= 0;
            MOSI <= 0;
            busy <= 0;
            done <= 0;
            state <= IDLE;
            bit_cnt <= 0;
            phase <= 0;
            rx_shift <= 0;
        end else begin
            case (state)
                IDLE: begin
                    CS <= 1;
                    SCLK <= 0;
                    busy <= 0;
                    done <= 0;
                    phase <= 0;
                    if (start) begin
                        CS <= 0;
                        busy <= 1;
                        tx_shift <= data_in;
                        MOSI <= data_in[7];
                        bit_cnt <= 3'd7;
                        state <= TRANSFER;
                    end
                end
                TRANSFER: begin
                    if (tick) begin
                        SCLK <= ~SCLK;
                        phase <= ~phase;
                        if (phase == 0) begin
                            rx_shift[bit_cnt] <= MISO;
                        end else begin
                            if (bit_cnt != 0) begin
                                bit_cnt <= bit_cnt - 1;
                                MOSI <= tx_shift[bit_cnt-1];
                            end else begin
                                state <= FINISH;
                            end
                        end
                    end
                end
                FINISH: begin
                    CS <= 1;
                    busy <= 0;
                    done <= 1;
                    data_out <= {rx_shift[6:0], 1'b0};
                    state <= IDLE;
                end
            endcase
        end
    end
endmodule
==> results.ini <==
[status]
status=finished, final reports clean

[synthesis]
mux_area_share_pct=2.20
ys_seq_share_pct=61.1
synth-main-ff-cell=dfrtp_1
synthDistinctLibCells=47
synth_chip_area_sq_um=2220
xor_area_share_pct=6.32
avgSynthCellArea_sq_um=12.2
top_logic_kind=simple AND/OR/NAND/NOR gates
edf_count=15
synth_cells=181
yosys_register_bits=51
yosysCellCount=181
synthArstFlopShare_pct=70.6
synth_warnings=1
aoi_share_pct=7.28
ys_sh_simple_pct=16.1
synth_area_sq_um=2220
ys_sh_adder_pct=3.39

[finish]
area_growth_pct=16.4
final_common_cell=dfrtp_1
layout-drive-gt1-share_pct=9.13
final_cell_mix=dfrtp_1, clkdlybuf4s50_1, nor2_1
stdcell_area_sq_um=2580

[sta]
finalWorstSetupSlack_ns=0.689
hold_slack_ns=0.452
rsz0062_at_grt=false
final-setup-viol-count=0
finalHoldViolCount=0
tightest_slew_ns=0.577
fin_crit_ns=2.11
finalSetupTns_ns=0
fmax_ghz=0.474
period_used_pct=75.4
slew_violations=0
skew_ns=0.00437
max_slew_margin_pct=61.5

[place]
gp_congestion=0.896
dp_slack_ns=0.726
io_buffers=23
dpl_cell_area_sq_um=2480
hpwl_um=2580

[floorplanning]
rows=23
fp_util_pct=53.8
die_h_um=68.6
chipWidth_um=68.6
die-area_sq_um=4700
core_region_area_sq_um=4120
io_pins=25

[route]
ant_nets=0
routed_wirelength_um=3520
drcViolationCount=0
drt_iter0_drc=67
viasPerCell=5.36
diodes=0
wl_per_cell_um=13.6
vias=1382
firstDrtPassIters=4

[critical_path]
critPathCaptureType=flip-flop
r2r-start=bit_cnt[0]$_DFFE_PP0P_
crit_path_max_incr_delay_ns=0.60
path_common_cell=ha_1
arrival_ns=2.29
cp_cell_sequence=inv_1, ha_1, ha_1, nand3_1, nor3b_2, mux2_1
critPathKind=reg -> reg
crit_fanout=15
critPathLaunchType=flip-flop
reg2reg_depth=6
rrSetupSlack_ns=0.69
required_ns=2.98
cp_slowest_cell=dfrtp_1
worstReg2RegEnd=rx_shift[4]$_DFFE_PP0P_

[job]
log.warning_count=29
max_cap_viol_count=0

[clock_network]
cts_tree=done
cts_max_path_buffers=2
post_cts_buffers=0
cts.root.buffer_cell=clkbuf_8
clk_pin_slew_ns=0.08
post_cts_resized=0
cts.sinks=51
hold_buffers=0
clk_latency_ns=0.30
numCtsBuffers=5
htreeDepth=2

[min_path]
hold_end=data_out[5]$_DFFE_PP_
hold_path_class=reg -> reg
min_path_cells=0
min_from=rx_shift[4]$_DFFE_PP0P_

[global_routing]
grt_max_degree=37
first_global_vias=1341
antenna_found_initial=0
grt_usage_pct=17.2
grt_pass1_wl_um=5760
grt-ovfl-total=0

[power]
p_per_area_nw_per_um2=479
p_leak_nw=1.12
total_power_w=0.00124
vdd_drop_max_mv=0.434

-- cell usage after synthesis (all sizes together) (4+ instances only) --
master	count	area share [%]
dfrtp	34	38
nor2	18	3.2
edfxtp	15	20
nand2	13	2.2
nand3	13	3.2
inv	10	1.7
xnor2	10	4.0
ha	6	3.4
xor2	6	2.4
mux2	4	2.2
nor2b	4	1.5
o21ai	4	0.90
-- area by class of cell --
| cell class | instances | area [sq um] |
|---|---|---|
| fill | 309 | 1540 |
| clock buffer | 8 | 100 |
| multi-input combinational | 115 | 787 |
| inverter | 10 | 37.5 |
| tap | 50 | 62.6 |
| timing repair buffer | 24 | 238 |
| sequential | 51 | 1350 |
-- registers in the layout, summed over array words and instances, names as in the netlist, 3 cells and up --
register and cells:
div_cnt 16, tx_shift 8, data_out 7, rx_shift 7, bit_cnt 3, state 3
-- metal layers --
metal | global-route usage (%) | up-vias | part of all wire [%]
met2 | 28.4 | 23 | 48
li1 | - | 681 | -
met1 | 25.4 | 671 | 48
met4 | 2.60 | 0 | 1.6
met5 | 0 | - | 0
met3 | 3.50 | 7 | 3.3
-- where the power goes --
part | internal [W] | switching, W
logic | 0.0000163 | 0.0000142
registers | 0.000767 | 0.00000119
clock network | 0.000225 | 0.000212
total | 0.00101 | 0.000227
-- worst max-delay path by stage --
stage | start | endpoint | cells past startpoint
after CTS | bit_cnt[0]$_DFFE_PP0P_ | rx_shift[6]$_DFFE_PP0P_ | 6
after global routing | bit_cnt[0]$_DFFE_PP0P_ | rx_shift[6]$_DFFE_PP0P_ | 6
final | bit_cnt[0]$_DFFE_PP0P_ | rx_shift[4]$_DFFE_PP0P_ | 6
-- through the flow --
| step | util [%] | cells |
|---|---|---|
| after floorplan | - | 181 |
| after global placement | 60.2 | 250 |
| after detailed placement | 60.2 | 250 |
| after CTS | 62.7 | 258 |
| after global routing | 62.7 | 258 |
| final | 62.7 | 258 |
-- kinds of logic after synthesis --
family                   after synthesis
flip-flops                            51
AND-OR/OR-AND                         22
other                                  1
XOR/XNOR                              16
AND/OR/NAND/NOR                       66
adder cells (fa/ha/maj)                6
buffers and inverters                 15
multiplexers                           4
-- worst max-delay path, delay by kind of cell, from the launching register on --
| family | cells | cell delay (ns) |
|---|---|---|
| flops | 1 | 0.60 |
| fa+ha+maj | 2 | 0.58 |
| simple gates | 2 | 0.39 |
| mux | 1 | 0.34 |
| buf+inv | 1 | 0.09 |
Power is estimated from default activity; no workload was simulated.
