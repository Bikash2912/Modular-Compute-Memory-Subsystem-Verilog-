--- flow/design.v ---
`timescale 1ns / 1ps
module true_dual_port_ram #(
    parameter DATA_WIDTH = 8,    
    parameter ADDR_WIDTH = 8        
)(
    input                      clk,        
    input                      we_a,       
    input  [ADDR_WIDTH-1:0]    addr_a,    
    input  [DATA_WIDTH-1:0]    din_a,     
    output reg [DATA_WIDTH-1:0] dout_a,    
    input                      we_b,     
    input  [ADDR_WIDTH-1:0]    addr_b,    
    input  [DATA_WIDTH-1:0]    din_b,      
    output reg [DATA_WIDTH-1:0] dout_b,    
    output reg                 collision  
);
    reg [DATA_WIDTH-1:0] mem [(2**ADDR_WIDTH)-1:0];
always @(posedge clk) begin
    collision <= 0;
    if (we_a) begin
        mem[addr_a] <= din_a;
        dout_a <= din_a;         
    end else begin
        dout_a <= mem[addr_a];
    end
    if (we_b) begin
        mem[addr_b] <= din_b;
        dout_b <= din_b;          
    end else begin
        dout_b <= mem[addr_b];
    end
    if (we_a && we_b && (addr_a == addr_b)) begin
        collision <= 1'b1;
    end
end
endmodule
--- flow/run.sh ---
#!/bin/bash
# OpenROAD 26Q1-2900-gdf79404cd8, Yosys 0.63+post, stock flow scripts
make -C /OpenROAD-flow-scripts/flow DESIGN_CONFIG=/design/flow/config.mk WORK_HOME=/design/flow/orfs finish
--- flow/config.mk ---
export PLATFORM = sky130hd
export DESIGN_NAME = true_dual_port_ram
export DESIGN_NICKNAME = true_dual_port_ram
export VERILOG_FILES = /design/flow/design.v
export SDC_FILE = /design/flow/constraint.sdc
export NUM_CORES = 4
export LEC_CHECK = 1
export CORE_UTILIZATION = 40
--- flow/constraint.sdc ---
current_design true_dual_port_ram

set clk_period 13.0
set clk_io_pct 0.2

create_clock -name clk0 -period $clk_period [get_ports {clk}]

set non_clock_inputs [all_inputs -no_clocks]
set_input_delay [expr $clk_period * $clk_io_pct] -clock clk0 $non_clock_inputs
set_output_delay [expr $clk_period * $clk_io_pct] -clock clk0 [all_outputs]
==> flow_summary.yaml <==
# synthesis and place-and-route metrics
status:
  outcome: "complete, but fails checks"
  violations: "max-slew violations"
cts:
  clkSlewWorstSetupHoldPaths_ns: 0.06
  cts_setup_buffers: 0
  clock_insertion_delay_worst_skew_ns: 0.96
  clock-sinks: 2065
  clockBufferDepth: 4
  cts-root-buf: "sky130_fd_sc_hd__clkbuf_16"
  cts.htree.levels: 4
  post_cts_resize_count: 0
  clock_tree_from_tritoncts: "done"
  cts_inserted_buffers: 238
  postCtsHoldBufs: 0
synth:
  yosys.stat.seqShare_pct: 50.3
  edf_count: 2048
  postSynthRegisterBits: 2065
  syn-instance-count: 8432
  ys_chip_area_um2: 123000
  synth.avg_cell_area_um2: 14.6
  synth_async_sr_flop_share_pct: 0
  synth.lib_cells_used.distinct: 83
  synth.yosys.num_cells: 8432
  ys_warn_count: 1
  netlist_area_um2: 123000
  ys_dominant_reg_cell: "sky130_fd_sc_hd__edfxtp_1"
sta:
  slew_violations: 2
  final_setup_violation_count: 0
  hold_viol: 0
  max_slew.worst_pin.slew_ns: 1.57
  period_used_pct: 56.7
  unrepaired_setup_endpoints_after_global_routing: "no"
  skew_ns: 0.0652
  max_slew_headroom_pct: -4.76
  max_freq_ghz: 0.136
  setup_tns_ns: 0
  min_period_ns: 7.38
worst_setup_path:
  ff2ff_setup_slack_ns: 9.05
  crit_required_ns: 13.86
  path_common_cell: "sky130_fd_sc_hd__buf_4"
  worstPathCellList: "buf_8 > buf_4 > buf_4 > buf_12 > buf_4 > mux4_2 > mux2i_1 > a22oi_1 > nand3_1 > a41oi_1 > o41a_1"
  critical_path.max_stage_delay_ns: 1.13
  critPathCapture: "dout_a[0]"
  r2r.worst_path.cells: 6
  critPathLaunch: "addr_a[1]"
  criticalPathCategory: "in2reg"
  critical-path-slowest-cell: "sky130_fd_sc_hd__a41oi_1"
  critical_path_arrival_ns: 8.23
  r2r-end: "dout_b[6]"
  maximum_net_fanout_on_the_critical_path: 62
  timing.critical_path.from_type: "input pin"
  r2r-start: "mem[146][6]"
  timing.critical_path.to_type: "register"
floorplanning:
  design.core.area_um2: 306000
  io_pins: 52
  initial_core_util_pct: 40.2
  num_rows: 203
  die_area_um2: 310000
  floorplan.die.width_um: 556
  die_height_um: 556
layout:
  drive_above_1_share_pct: 44.1
  design_area_um2: 137000
  layout.filler_cells: 26481
  lay_top_cells: "2,048 x sky130_fd_sc_hd__edfxtp_1, 1,643 x sky130_fd_sc_hd__mux2_2, 975 x sky130_fd_sc_hd__mux4_2, 716 x sky130_fd_sc_hd__nand2_1, 584 x sky130_fd_sc_hd__buf_4"
  area_growth_pct: 11.5
  layout.cells.most_common: "sky130_fd_sc_hd__edfxtp_1"
global_route:
  globalRouteTotalUtil_pct: 36.9
  first_global_vias: 89701
  grt_overflow: 0
  pin_count_of_the_biggest_net_entering_global_routing: 115
  grt_pass1_wl_um: 728000
  initial_antenna_violation_count: 46
run:
  openroad_warning_count: 37
  timing.max_cap.violations: 0
routing:
  total_vias_in_the_final_route: 86001
  vias_per_cell: 6.76
  initialDrtViolationCount: 7378
  drc: 0
  wirelength_um: 528000
  ant_nets: 0
  wl_per_cell_um: 41.5
  detail_route.first_pass.iterations: 8
placed_design:
  gp_routability_congestion: 1.07
  placed_area_um2: 129000
  place.port_buffers: 51
  dpl.hpwl_um: 348000
power_and_ir_drop:
  p_leak_uw: 0.0436
  peakVddDrop_mv: 0.115
  power_density_nw_per_um2: 117
worst_hold_path:
  min-delay-path-class: "reg2reg"
-- synth_stat cells, types with 6 or more instances --
| library cell | count | share of area (%) |
|---|---|---|
| sky130_fd_sc_hd__a2111oi_0 | 7 | 0.050 |
| sky130_fd_sc_hd__and3_1 | 14 | 0.071 |
| sky130_fd_sc_hd__o22ai_1 | 248 | 1.3 |
| sky130_fd_sc_hd__o21ai_0 | 537 | 2.2 |
| sky130_fd_sc_hd__o221ai_1 | 8 | 0.057 |
| sky130_fd_sc_hd__nor2b_1 | 30 | 0.15 |
| sky130_fd_sc_hd__a211oi_1 | 22 | 0.13 |
| sky130_fd_sc_hd__a31oi_1 | 18 | 0.092 |
| sky130_fd_sc_hd__a221oi_1 | 24 | 0.17 |
| sky130_fd_sc_hd__nand2b_1 | 22 | 0.11 |
| sky130_fd_sc_hd__and2_1 | 10 | 0.051 |
| sky130_fd_sc_hd__buf_4 | 55 | 0.34 |
| sky130_fd_sc_hd__mux2i_1 | 339 | 2.8 |
| sky130_fd_sc_hd__a32o_1 | 6 | 0.049 |
| sky130_fd_sc_hd__a32oi_1 | 42 | 0.30 |
| sky130_fd_sc_hd__buf_6 | 6 | 0.055 |
| sky130_fd_sc_hd__mux2_1 | 9 | 0.082 |
| sky130_fd_sc_hd__o211ai_1 | 11 | 0.067 |
| sky130_fd_sc_hd__nand4_1 | 25 | 0.13 |
| sky130_fd_sc_hd__a211o_1 | 7 | 0.050 |
| sky130_fd_sc_hd__nor3_1 | 18 | 0.073 |
| sky130_fd_sc_hd__o22a_1 | 7 | 0.050 |
| sky130_fd_sc_hd__inv_1 | 11 | 0.034 |
| sky130_fd_sc_hd__mux4_2 | 975 | 18 |
| sky130_fd_sc_hd__o2111ai_1 | 9 | 0.064 |
| sky130_fd_sc_hd__nor2_4 | 10 | 0.092 |
| sky130_fd_sc_hd__clkbuf_1 | 624 | 1.9 |
| sky130_fd_sc_hd__nor2_2 | 111 | 0.56 |
| sky130_fd_sc_hd__buf_1 | 50 | 0.15 |
| sky130_fd_sc_hd__nand2_1 | 720 | 2.2 |
| sky130_fd_sc_hd__dfxtp_1 | 17 | 0.28 |
| sky130_fd_sc_hd__or3b_2 | 6 | 0.043 |
| sky130_fd_sc_hd__nor4_1 | 9 | 0.046 |
| sky130_fd_sc_hd__o21ai_1 | 9 | 0.037 |
| sky130_fd_sc_hd__a22oi_1 | 114 | 0.70 |
| sky130_fd_sc_hd__nand3b_1 | 8 | 0.049 |
| sky130_fd_sc_hd__or2_2 | 7 | 0.036 |
| sky130_fd_sc_hd__nand2_2 | 19 | 0.097 |
| sky130_fd_sc_hd__mux2_2 | 1643 | 15 |
| sky130_fd_sc_hd__a22o_1 | 8 | 0.057 |
| sky130_fd_sc_hd__a21oi_1 | 52 | 0.21 |
| sky130_fd_sc_hd__edfxtp_1 | 2048 | 50 |
| sky130_fd_sc_hd__nand3_1 | 92 | 0.37 |
| sky130_fd_sc_hd__nor2_1 | 132 | 0.40 |
| sky130_fd_sc_hd__buf_2 | 209 | 0.85 |
-- worst min-delay path by stage --
| stage | cells after the start | to | start | slack [ns] |
|---|---|---|---|---|
| 4_1_cts | 6 | dout_a[0] | mem[105][0] | 0.97 |
| 6_report | 6 | dout_a[0] | mem[105][0] | 0.99 |
| 5_1_grt | 6 | dout_a[0] | mem[105][0] | 1.04 |
-- metrics by stage --
step | cells | hold slack, ns | setup WS (ns) | utilization (%) | total power, µW
floorplan | 8432 | 0.799 | 7.69 | - | 8620
global placement | 12230 | 0.986 | 5.05 | 42.3 | 9390
detailed placement | 12230 | 0.948 | 5.09 | 42.3 | 9410
CTS | 12670 | 0.972 | 6.06 | 44.8 | 16000
global route | 12679 | 1.04 | 5.57 | 44.8 | 16300
finish | 12716 | 0.994 | 5.62 | 44.8 | 16000
-- kinds of logic (layout without fill, tap and decap cells) --
| family | count (synthesis) | count (layout) | synth area share, % |
|---|---|---|---|
| muxes | 2966 | 2966 | 35.7 |
| other | 0 | 44 | 0 |
| buffers and inverters | 957 | 1097 | 3.34 |
| and+or+nand+nor | 1259 | 1259 | 4.67 |
| AOI/OAI and AO/OA | 1177 | 1177 | 5.89 |
| xor gates and xnor gates | 8 | 8 | 0.0570 |
| DFF | 2065 | 2065 | 50.3 |
-- power by group --
group | internal [µW] | total, µW | leakage (µW) | switching (µW)
clock | 3760 | 6680 | 0.00369 | 2910
combinational | 695 | 1970 | 0.0214 | 1280
sequential | 7350 | 7390 | 0.0186 | 37.9
-- final cells by class --
cell class / count / area, µm² / area share (%)
timing repair buffer: 644 / 5140 / 3.75
clock inverter: 135 / 1230 / 0.894
antenna: 44 / 110 / 0.0803
tap: 4100 / 5130 / 3.74
multi-input combinational: 5410 / 57300 / 41.8
clock buffer: 305 / 6320 / 4.61
inverter: 13 / 71.3 / 0.0520
sequential: 2065 / 61800 / 45.1
-- flip-flops by register name (all words and copies together), names as in the netlist --
| register | count |
|---|---|
| dout_a | 8 |
| mem | 2048 |
| collision | 1 |
| dout_b | 8 |
-- layer usage --
layer | track usage (%) | share of wire, % | up-vias
li1 | - | - | 33972
met1 | 41.3 | 31 | 43501
met2 | 49.1 | 42 | 6888
met3 | 28.7 | 19 | 1576
met4 | 22.4 | 8.0 | 64
met5 | 4.47 | 0.35 | -
-- worst max-delay path: cells and delay by family --
kind                   cells  cell delay, ns
muxes                      2            0.43
AOI/OAI and AO/OA          3            2.07
and+or+nand+nor            1            0.32
buffers and inverters      5            2.60
Power figures rest on the tool's default switching activity, not on a simulated workload.
